### run.sh
#!/bin/bash
# OpenROAD 26Q1-2900-gdf79404cd8, Yosys 0.63+post, stock flow scripts
make -C /OpenROAD-flow-scripts/flow DESIGN_CONFIG=/design/flow/config.mk WORK_HOME=/design/flow/orfs finish
### config.mk
export PLATFORM = sky130hd
export DESIGN_NAME = Lab03
export DESIGN_NICKNAME = Lab03
export VERILOG_FILES = /design/flow/design.v
export SDC_FILE = /design/flow/constraint.sdc
export NUM_CORES = 4
export LEC_CHECK = 1
export CORE_AREA = 10 10 70 70
export DIE_AREA = 0 0 80 80
### constraint.sdc
current_design Lab03

set clk_period 1.0
set clk_io_pct 0.2

create_clock -name clk0 -period $clk_period [get_ports {clk}]

set non_clock_inputs [all_inputs -no_clocks]
set_input_delay [expr $clk_period * $clk_io_pct] -clock clk0 $non_clock_inputs
set_output_delay [expr $clk_period * $clk_io_pct] -clock clk0 [all_outputs]
### design.v
module Lab03(w1, w2, z, clk, reset);
input w1, w2, clk, reset;
output z;
reg[4:0] y;
parameter[4:0] s0 = 0, s1 = 1, s2 = 2, s3 = 3, s4 = 4;
assign x = w1 ^ w2;
always @(posedge clk , negedge reset)
	begin
		if (reset == 0) y <= s0;
		else
		begin
			case(y)
			s0 : if (x) y <= s0;
				else y <= s1;
			s1 : if (x) y <= s0;
				else y <= s2;
			s2 : if (x) y<=s0;
				else y <= s3;
			s3 : if (x) y<=s0;
				else y <= s4;
			default : y <= s0;
			endcase				
		end
	end
assign z = (y == s4);
endmodule		
==> CHANGELOG.md <==
## Flow update

- Synthesized netlist cell count: 11
- Area leader, netlist: dfrtp_1
- Pin count of the biggest net entering global routing: 6
- Final count of negative-setup-slack endpoints: 0
- Max Clock Freq: 1087 MHz
- CP arrival: 0.72 ns
- Mean Syn Cell Area: 15.81 um^2
- Final-report hold violation count: 0
- Psw: 0.1026 mW
- Slowest-stage cell, CP: dfrtp_1
- Fin util: 8.791%
- Compound-cell area share of the yosys netlist: 0%
- Die span in x: 80 um
- Worst-margin pin slew: 0.2177 ns
- And+or+nand+nor area frac: 17.99%
- Antenna violations before repair: 0
- Post-Place Setup Slack: -0.1366 ns
- Initial drt markers: 3
- Vias/cell: 1.667
- Clk sinks: 5
- Syn-to-layout area delta: 72.66%
- Area fraction in mux cells: 0%
- GRT Total Usage: 1.231%
- Internal power: 0.3976 mW
- Ports: 5
- Rel. slew slack: 85.44%
- Clk root buf: clkbuf_4
- Top logic family: simple AND/OR/NAND/NOR gates
- Slew Viols, Final: 0
- Clock Tree Buf Depth: 2
- Min Tclk post-route: 0.9199 ns
- Vias in the first global route: 132
- Buffers on Ports: 4
- Comb power frac: 8.1%
- First-pass GRT wire length: 572 um
- Area share, top type: 57.55%
- Vias: 110
- Reg2reg path depth: 2
- Placed inst area: 271.5 um^2
- Antenna viol nets, final: 0
- Final Wtd Congestion: 0.5387
- Share of layout cells above drive strength 1: 35.00%
- PwrDens: 1666 nW/um^2
- Post-synthesis xor/xnor area fraction: 9.353%
- Total power: 0.5002 mW
- Fin Clk Skew: 0.0008764 ns
- Hold_buf cts: 0
- Core Footprint: 3416 um^2
- Worst setup SP type: register
- Clock Power Share: 46.8%
- Dpl cells: 61
- Top cells, area: dfrtp_1 58%, dfstp_2 15%, and2_1 14%
- #FFs+latches synth: 5
- Ys Warns: 2
- Regs by FF count: y x5
- Num rows: 21
- Peak VDD IR: 444.1 uV
- Status: completed
- RSZ-0062 raised after global routing: no
- OpenROAD warning count: 25
- Router iterations before antenna repair: 4
- Buf/Inv on CP: 1
- Final worst slack: 0.08013 ns
- Diode count: 0
- CTS Buf Count: 3
- Max reg flops: 5
- Sequential share of power: 45.1%
- Yosys Chip Area: 173.9 um^2
- Post-route DRC violation count: 0
- Post-Syn Area: 173.9 um^2
- Non-filler cells, final: 66
- Slowest cell delay on critical path: 0.36 ns
- Crit end category: primary output
- Top Layout Cells: 4 x and2_1, 4 x dfrtp_1, 3 x clkbuf_4, 3 x clkdlybuf4s50_1
- Total grt overflow: 0
- Worst path top cell family by delay: flip-flops
- Design area: 300.3 um^2
- Starting Density: 5.092%
- Routed wire per std cell: 5.212 um
- Chip Height: 80 um
- Critical Path, Cell by Cell: buf_2
- Die area: 6400 um^2
- Sw Ratio: 20.51%
- Critical path class: reg2out
- CTS tree: yes
- Post-synth seq share: 72.66%
- Worst path required time: 0.80 ns
- Clock Latency Late Sink: 0.24 ns
- Adder share: 0%
- Hold WC Path Type: in2async
- Cell depth of the worst setup path: 1
- Max_cap viols: 0
- Most flops, register: y
- Routed Wire Length: 344 um
- CTS H-tree depth: 1
- Synth unique cells: 5
- Worst-path maximum fanout: 2
- Clock slew at reported path FFs: 0.04 ns
- Crit share post-route: 91.99%
- Leak: 0.1245 nW
- Cells in synth_stat.txt: 11
[metrics by stage]
| stage | hold WS (ns) | setup TNS [ns] |
|---|---|---|
| final | 0.1737 | 0 |
| after global routing | 0.1677 | 0 |
| after CTS | 0.1728 | 0 |
| after detailed placement | 0.4319 | -0.6192 |
| after global placement | 0.4227 | -0.4183 |
| after floorplan | -0.09559 | 0 |
[power by group through the flow]
stage                 clock network (mW)  logic, mW  registers, mW
final                              0.234     0.0405          0.226
after global routing               0.272     0.0447          0.227
after CTS                          0.244     0.0419          0.226
[final timing paths]
kind                       startpoint  endpoint  slack (ns)
min reg2reg                      y[3]      y[2]        0.44
min                             reset      y[4]        0.17
max                              y[1]         z        0.08
max in group asynchronous       reset      y[0]        0.58
max reg2reg                      y[1]      y[0]        0.29
min in group clk0                y[3]      y[2]        0.44
[synth_stat cells]
cell type,n
and2_1,4
dfrtp_1,4
dfstp_2,1
nand2b_1,1
xnor2_2,1
[layout make-up]
class / instances / area (um^2)
clock buffers: 4 / 26.28
fillers: 406 / 3115
multi-input cells: 6 / 47.55
flip-flops and latches: 5 / 126.4
well taps: 46 / 57.56
repair buffers: 5 / 42.54
[layer usage]
metal  up-vias  wire, um  global-route usage [%]
li1         50         -                       -
met1        51       215                   1.744
met2         7        78                  0.9631
met3         2        38                   1.364
met4         0        11                  0.5282
met5         -         0                       0
[timing repair]
item                                   in CTS  in global routing
endpoints found under the hold margin       0                  0
resized                                     3                  0
setup endpoints to repair                   1                  0
buffers inserted                            1                  0
[kinds of logic (layout without fill, tap and decap cells)]
kind of cell | after synthesis | after routing
XOR/XNOR | 1 | 1
AND/OR/NAND/NOR | 5 | 5
flip-flops | 5 | 5
buffers and inverters | 0 | 9
Power and IR drop assume default switching activity.
