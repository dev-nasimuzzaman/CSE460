<file path="flow/run.sh">
#!/bin/bash
# OpenROAD 26Q1-2900-gdf79404cd8, Yosys 0.63+post, stock flow scripts
make -C /OpenROAD-flow-scripts/flow DESIGN_CONFIG=/design/flow/config.mk WORK_HOME=/design/flow/orfs finish
</file>
<file path="flow/config.mk">
export PLATFORM = sky130hd
export DESIGN_NAME = VM
export DESIGN_NICKNAME = VM
export VERILOG_FILES = /design/flow/design.v
export SDC_FILE = /design/flow/constraint.sdc
export NUM_CORES = 4
export LEC_CHECK = 1
export CORE_AREA = 10 10 70 70
export DIE_AREA = 0 0 80 80
</file>
<file path="flow/constraint.sdc">
current_design VM

set clk_period 1.5
set clk_io_pct 0.2

create_clock -name clk0 -period $clk_period [get_ports {clk}]

set non_clock_inputs [all_inputs -no_clocks]
set_input_delay [expr $clk_period * $clk_io_pct] -clock clk0 $non_clock_inputs
set_output_delay [expr $clk_period * $clk_io_pct] -clock clk0 [all_outputs]
</file>
<file path="flow/design.v">
module VM(clk, reset, cash_in, cash_return, purchase, current_state, next_state);
	input clk, reset;
	input [1:0] cash_in;
	output reg purchase;
	output reg [1:0] cash_return;
	output reg [1:0]current_state, next_state;
	parameter s0 = 2'b00, s1 = 2'b01, s2 = 2'b10;
	parameter [1:0] in_0tk = 2'b00, 
					in_5tk = 2'b01, 
					in_10tk = 2'b10, 
					in_20tk = 2'b11;
	parameter [1:0] ret_0tk = 2'b00, 
					ret_5tk = 2'b01, 
					ret_10tk = 2'b10, 
					ret_15tk = 2'b11;
	always @(posedge clk, posedge reset)
	begin
		if (reset == 1)
		begin
			next_state = s0;
			current_state = s0;
			purchase = 0;
			cash_return = ret_0tk;
		end
		else
		begin
			current_state = next_state;
			case(current_state)
			s0:
			begin 
				if(cash_in == in_0tk)
				begin
					next_state =s0;
					purchase = 0;
					cash_return = ret_0tk;
				end
				else if(cash_in == in_5tk)
				begin
					next_state =s1;
					purchase = 0;
					cash_return = ret_0tk;				
				end
				else if(cash_in == in_10tk)
				begin
					next_state =s2;
					purchase = 1;
					cash_return = ret_0tk;				
				end
				else if (cash_in == in_20tk)
				begin
					next_state =s0;
					purchase = 1;
					cash_return = ret_5tk;
				end
			end
			s1:
			begin
				if(cash_in == in_0tk)
				begin
					next_state =s0;
					purchase = 0;
					cash_return = ret_5tk;
				end
				else if(cash_in == in_5tk)
				begin
					next_state =s0;
					purchase = 0;
					cash_return = ret_0tk;				
				end
				else if(cash_in == in_10tk)
				begin
					next_state =s0;
					purchase = 1;
					cash_return = ret_0tk;				
				end
				else if (cash_in == in_20tk)
				begin
					next_state =s0;
					purchase = 1;
					cash_return = ret_10tk;
				end
			end
				s2:
			begin
				if(cash_in == in_0tk)
				begin
					next_state =s0;
					purchase = 0;
					cash_return = ret_10tk;
				end
				else if(cash_in == in_5tk)
				begin
					next_state =s0;
					purchase = 1;
					cash_return = ret_0tk;				
				end
				else if(cash_in == in_10tk)
				begin
					next_state =s0;
					purchase = 1;
					cash_return = ret_5tk;				
				end
				else if (cash_in == in_20tk)
				begin
					next_state =s0;
					purchase = 1;
					cash_return = ret_15tk;
				end
			end			
			endcase	
		end	
	end
endmodule
</file>
==> results.yml <==
# synthesis and place-and-route metrics
status:
  outcome: "finished with violations"
  violations: "negative setup slack"
finish:
  drive_gt1_share_pct: 48.0
  final_core_util_pct: 24.4
  fillers: 354
  syn2layout_area_growth_pct: 79.3
setup_path:
  cp_cell_sequence: "inv_2, ha_2, or3b_2, a31oi_1, mux2_1"
  path_buffers: 1
  slowest_stage: "or3b_2"
  worst-path-max-fanout: 4
  required_ns: 1.69
  worstPathArrival_ns: 1.72
  worstSetupStartpointType: "flip-flop"
  crit_path_end_kind: "flip-flop"
  slowest_delay_ns: 0.46
  cp_top_family: "simple AND/OR/NAND/NOR gates"
  crit_type: "flip-flop to flip-flop"
synth:
  yosysSeqAreaShare_pct: 37.6
  ys_cells: 44
  synthArstFlopShare_pct: 100
  topCellsByArea: "dfrtp_1 38%, ha_1 24%, inv_1 4.8%"
  synth_flops: 7
  ff_type: "dfrtp_1"
  top_area_cell: "dfrtp_1"
  syn_area_um2: 465
  synth_cells: 44
  netlist_top_cells_count: "9 x ha_1, 7 x dfrtp_1, 6 x inv_1"
  edf_count: 0
  yosys_warnings: 1
  ys_area_um2: 465
  avgSynthCellArea_um2: 10.6
  most_common_cell: "ha_1"
  synth_cell_type_count: 20
  yosysTopAreaCellShare_pct: 37.6
job:
  warnings: 35
  drv_cap: 0
detailed_routing:
  firstDrtPassIters: 3
  postRouteAntennaNets: 0
  dr.first_iter.drc_count: 17
  drt-total-wl_mm: 1.08
  routedWlPerCell_um: 8.93
  via_per_inst: 3.49
  drt_drc_violations_left: 0
  n_antenna_cell: 0
  vias: 422
clocking:
  clock_sinks: 7
  clk_latency_ns: 0.25
  htreeDepth: 1
  clk_path_buf_depth: 2
  cts_root_buffer: "clkbuf_4"
  cts_buffers: 3
  cts_tree: "yes"
  clkSlewWorstSetupHoldPaths_ns: 0.05
timing:
  finalWorstSetupSlack_ns: -0.0306
  holdWs_ns: 0.281
  hold_violations: 0
  clock.fmax_mhz: 653
  rsz0062_at_grt: "yes"
  worstMarginPinSlew_ns: 0.273
  drv_slew: 0
  setup_viol: 3
  min_period_ns: 1.53
  relSlewSlack_pct: 81.7
  timing.setup.tns_ns: -0.0740
  fin_crit_sh_pct: 102
  finalClockSkew_ns: 0.0000815
placement:
  portBuffers: 10
  place_congestion: 0.782
  dp_hpwl_um: 877
  place_ws_ns: -0.790
power_and_ir_drop:
  ir_drop_mv: 0.229
  combPwrFrac_pct: 47.7
  p_per_area_nw_per_um2: 971
  power_frac_seq_pct: 31.4
  pwr-share-clk_pct: 20.9
  netSwitchingPower_mw: 0.233
  sw_frac_of_total_pct: 28.7
  p_leak_nw: 0.379
  internal-power_mw: 0.577
die:
  die_w_um: 80
  fp.dieH_um: 80
  rows: 21
  fp_util_pct: 13.6
  core_area_um2: 3420
  dieArea_um2: 6400
  io_pins: 11
min_path:
  min_path_type: "input port to async pin"
grt:
  grt_start_max_net_pins: 8
  grt_overflow: 0
  grt_pass1_wl_mm: 1.79
  grt_pass1_vias: 407
  groute.usage.overall_pct: 3.40
  antenna_found_initial: 0
worst reg2reg max path, stage by stage (launching register included):
cell	delay, ns
dfrtp_1	0.41
inv_2	0.09
ha_2	0.21
or3b_2	0.46
a31oi_1	0.17
mux2_1	0.14
worst paths after layout:
| kind | startpoint | to | slack [ns] | cells after the start |
|---|---|---|---|---|
| max in group asynchronous | reset | purchase | 1.01 | 2 |
| min in group clk0 | cash_return[0] | cash_return[0] | 0.50 | 1 |
| worst max register to register | next_state[0] | cash_return[0] | -0.03 | 5 |
| worst max-delay path | next_state[0] | cash_return[0] | -0.03 | 5 |
| worst min register to register | cash_return[0] | cash_return[0] | 0.50 | 1 |
| worst min-delay path | reset | current_state[1] | 0.28 | 2 |
flip-flops by register name, summed over array words and instances, names as in the netlist:
| signal | count |
|---|---|
| next_state | 2 |
| cash_return | 2 |
| purchase | 1 |
| current_state | 2 |
through the flow:
stage,instance area (um^2),total power [mW],instances
final,835,0.810,121
after global routing,835,0.884,121
after CTS,827,0.815,120
after detailed placement,781,0.620,113
after global placement,781,0.618,113
after floorplan,526,0.420,44
kinds of logic (layout without fill, tap and decap cells):
kind of cell / after synthesis / count (layout) / share of synthesized area [%]
DFF: 7 / 7 / 37.6
buffers and inverters: 6 / 37 / 4.84
and+or+nand+nor: 12 / 12 / 15.6
AOI/OAI and AO/OA: 9 / 9 / 15.3
adders and majority gates: 9 / 9 / 24.2
muxes: 1 / 1 / 2.42
power by group through the flow:
stage / sequential (mW) / combinational (mW) / clock (mW)
after global routing: 0.258 / 0.432 / 0.195
after CTS: 0.254 / 0.384 / 0.177
final: 0.254 / 0.386 / 0.170
placed cells by master, fill, tap and decap left out:
master / synthesis / layout
a31oi_1: 1 / 1
buf_2: 0 / 2
a21oi_1: 1 / 1
nor2_1: 4 / 4
and2_2: 1 / 1
or3b_2: 1 / 1
nor3_1: 2 / 2
or4_4: 1 / 1
buf_6: 0 / 2
ha_2: 0 / 2
ha_1: 9 / 3
clkdlybuf4s50_1: 0 / 6
nand2_1: 1 / 1
buf_4: 0 / 15
o21ai_0: 1 / 1
or4b_1: 1 / 1
clkbuf_4: 0 / 3
dlygate4sd2_1: 0 / 2
mux2_1: 1 / 1
nor2b_1: 1 / 1
dfrtp_1: 7 / 7
o22ai_2: 1 / 1
ha_4: 0 / 4
o21bai_1: 1 / 1
a22o_1: 2 / 2
o2bb2ai_1: 1 / 1
o22a_1: 1 / 1
inv_2: 0 / 2
inv_1: 6 / 2
clkbuf_1: 0 / 1
inv_6: 0 / 1
inv_4: 0 / 1
area by class of cell:
type	instances	area, um^2	area share, %
inverter	6	30.0	3.60
multi-input combinational	31	323	38.7
clock buffer	4	26.3	3.15
tap	46	57.6	6.90
sequential	7	175	21.0
timing repair buffer	27	223	26.7
layer usage:
layer | vias up | global-route usage (%) | wire (um)
met5 | - | 0 | 0
li1 | 218 | - | -
met1 | 192 | 4.78 | 537
met3 | 0 | 1.70 | 108
met2 | 12 | 4.57 | 433
met4 | 0 | 0.528 | 0
what timing repair did:
item | in CTS | in global routing
pin swaps | 4 | 0
hold buffers | 0 | 0
buffers inserted | 3 | 1
gates cloned | 0 | 0
endpoints found under the setup margin | 7 | 4
gates resized | 14 | 0
Power and IR drop assume default switching activity.
